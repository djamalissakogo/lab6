===== ./design.v =====
`timescale 1ns / 1ps
module stak(
input clk,
input rstn,
input pop,
input push,
input [WIDTH-1:0]din,
output [WIDTH-1:0]dout,
output empty,
output full);
parameter WIDTH = 32;
parameter DEPTH = 32;
reg [WIDTH-1:0]stack[DEPTH-1:0];  
reg [WIDTH-1:0]index, next_index; 
reg [WIDTH-1:0]dout, next_dout;
wire empty, full;
initial
    begin
        dout  <= 8'd0;
        index <= 1'b0;
    end
always @ (posedge clk)  
begin
  if(!rstn)
  begin
    dout  <= 8'd0;
    index <= 1'b0;
  end
  else
  begin
    dout  <= next_dout;
    index <= next_index;
  end
end
assign empty = !(|index);
assign full  = !(|(index ^ DEPTH));
always @ (*)  
begin
  if(push)  
  begin
  stack[index] = din;
  next_index   = index+1'b1;
  end
  else if(pop)   
  begin
  next_dout  = stack[index-1'b1];
  next_index = index-1'b1;
  end
  else
  begin
  next_dout  = dout;
  next_index = index;
  end
end
endmodule

===== ./run.sh =====
#!/bin/bash
# OpenROAD 26Q1-2900-gdf79404cd8, Yosys 0.63+post, stock flow scripts
make -C /OpenROAD-flow-scripts/flow DESIGN_CONFIG=/design/flow/config.mk WORK_HOME=/design/flow/orfs finish

===== ./config.mk =====
export PLATFORM = sky130hd
export DESIGN_NAME = stak
export DESIGN_NICKNAME = stak
export VERILOG_FILES = /design/flow/design.v
export SDC_FILE = /design/flow/constraint.sdc
export NUM_CORES = 4
export LEC_CHECK = 1
export CORE_UTILIZATION = 50

===== ./constraint.sdc =====
current_design stak

set clk_period 15.5
set clk_io_pct 0.2

create_clock -name clk0 -period $clk_period [get_ports {clk}]

set non_clock_inputs [all_inputs -no_clocks]
set_input_delay [expr $clk_period * $clk_io_pct] -clock clk0 $non_clock_inputs
set_output_delay [expr $clk_period * $clk_io_pct] -clock clk0 [all_outputs]

==> Changelog: implementation <==
### Metrics

* Status: complete, no violations
* Clk buf depth at 2
* Reg clk slew, reported paths at 0.06 ns
* Fin Setup TNS at 0 ns
* Kind of critical path: reg2out
* Yosys warnings at 2
* Top cells excl fill/tap: 1056 x dlxtn_1, 214 x nand2_1, 171 x buf_4
* Remaining global-route overflow at 0
* Most numerous logic cell after layout: dlxtn_1
* GRT Resource Usage Total at 47.4%
* Hold WS at 0.543 ns
* CP Capture Type: primary output
* Placeable Area at 57800 µm²
* Slowest CP cell: nor4_1
* Max-Cap Viols at 0
* Post_cts resized at 0
* Setup Buffers After CTS at 0
* Count of unclocked register or latch pins at 1056
* Summed standard-cell area reported by yosys at 29300 µm²
* Layout cells sized above 1 at 8.60%
* Routed len/inst at 34.6 µm
* Pwr Density at 69.8 nW/µm²
* Fp_density at 50.7%
* Max Transition Viols Final at 0
* Sequential cell area at 17100 µm²
* Critical Path RT at 12.40 ns
* Vias in the first global route at 25200
* Total wire length at 135 mm
* Critical Path AT at 2.92 ns
* Post-synth EDFFs at 0
* Setup WS pre-CTS at 9.81 ns
* Area grow syn2layout at 8.91%
* Cell family with most CP delay: simple AND/OR/NAND/NOR gates
* Fin. Hold Viols at 0
* Fin worst setup slack at 9.48 ns
* Worst Path Max Fanout at 7
* Largest net degree at the start of global routing at 114
* Final setup viols at 0
* Main flop type: dlxtn_1
* Hpwl dp at 82.0 mm
* Post-DRT Antenna Nets at 0
* # rows at 88
* Cell count after synthesis at 3061
* First-pass GRT wire length at 188 mm
* RSZ-0062 raised after global routing: false
* Avg Synthesized Cell Area at 9.57 µm²
* CP cell instances: nor3_1 > nand2_1 > nor4_1 > nand2_1 > nor4_1 > and4_1 > clkdlybuf4s50_1
* Synth cell types at 94
* Io pins at 70
* Post-Syn Area at 29300 µm²
* Hold Crit Class: reg2reg
* Worst path max stage delay at 0.54 ns
* Tool warnings at 34
* Async set-reset flop share out of synthesis at 0%
* Achievable frequency at 166 MHz
* DR vias at 26800
* Buf/Inv on CP at 1
* Endpoints left unconstrained at 1056
* Vias per std cell at 6.87
* # Cells Yosys at 3061
* Drt drc at 0
* Finished Layout Cells at 3896
* Crit start category: flop
* Clock Skews at 0.00838 ns
* DIE HEIGHT at 244 µm
* PortBufs at 69
* Fill cells at 5063
* Crit path time final at 6.02 ns
* Initial DRC count at 2971
* Leakage at 13.8 nW
* Flops & latches, synth at 1120
* Worst slew pin tran at 1.25 ns
* Root Driver: clkbuf_16
* Htree depth at 3
* Fin crit share at 38.8%
* Clk ins delay skew pair at 0.36 ns
* Antenna violations before repair at 14
* Dpl cells at 3876
* Die area at 59500 µm²
* Slew HR at 16.2%
* CTS Hold Bufs at 0
* 1st-pass router iterations at 6
* GP Congestion at 1.04
* Total CTS buffers at 9
* Chip width at 244 µm
* Maximum vdd drop at 92.7 µV
* CTS tree: yes
* Comb area at 11300 µm²
-- power by group --
part / internal (mW) / switching (mW)
Sequential: 0.686 / 0.0582
Combinational: 0.315 / 0.964
Clock: 0.118 / 0.0829
Total: 1.12 / 1.11
-- final cells by class --
class / count / share of cell area, %
sequential: 1120 / 53.7
multi-input combinational: 1705 / 35.6
timing repair buffer: 241 / 6.21
tap: 765 / 3.00
clock buffer: 11 / 0.792
inverter: 45 / 0.530
clock inverter: 5 / 0.118
antenna: 4 / 0.0314
-- cell families (layout without fill, tap and decap cells) --
| family | after synthesis | count (layout) | synth area share [%] |
|---|---|---|---|
| adders and majority gates | 8 | 8 | 0.342 |
| buffers and inverters | 236 | 302 | 3.48 |
| other | 0 | 4 | 0 |
| xor gates and xnor gates | 28 | 28 | 0.863 |
| muxes | 92 | 92 | 3.19 |
| and+or+nand+nor | 737 | 737 | 12.8 |
| latches | 1056 | 1056 | 54.3 |
| AOI/OAI and AO/OA | 840 | 840 | 20.8 |
| DFF | 64 | 64 | 4.38 |
-- worst paths after layout --
check / from / endpoint / slack [ns] / cells after the start
min: index[30] / index[30] / 0.54 / 2
min reg2reg: index[30] / index[30] / 0.54 / 2
max reg2reg: index[0] / index[30] / 11.82 / 11
max: index[21] / empty / 9.48 / 7
-- state kept, by name, summed over array words and instances (netlist names) --
register and count:
stack 1024, dout 32, next_dout 32, index 32
-- cells in the mapped netlist (all sizes together), types with 46 or more instances --
cell type | count | area, µm²
a21oi | 124 | 628
a221oi | 46 | 403
a22oi | 154 | 1160
and2 | 66 | 413
buf | 72 | 402
clkbuf | 119 | 448
dfxtp | 64 | 1280
dlxtn | 1056 | 15900
mux2i | 81 | 811
nand2 | 215 | 810
nand3 | 91 | 455
nand4 | 48 | 315
nor2 | 130 | 495
o21ai | 108 | 548
o22ai | 80 | 500
-- per-stage QoR --
step	cell area [µm²]	utilization, %	power, mW
final	31900	55.2	2.23
after global placement	31600	54.7	1.94
after global routing	31900	55.2	2.26
after floorplan	29300	-	1.30
after detailed placement	31600	54.7	1.95
after CTS	31900	55.2	2.16
-- worst reg2reg max path, delay by kind of cell (launching register included) --
family / cells / cell delay [ns]
AND-OR/OR-AND: 2 / 0.26
adder cells (fa/ha/maj): 1 / 0.19
AND/OR/NAND/NOR: 6 / 2.03
flip-flops: 1 / 0.52
buffers and inverters: 2 / 0.62
-- per-layer routing --
metal / global-route usage [%] / share of wire [%] / vias up
met5: 0 / 0.062 / -
met4: 29.2 / 8.3 / 9
met3: 24.1 / 16 / 584
met2: 64.0 / 41 / 2102
met1: 61.6 / 35 / 12700
li1: - / - / 11300
Power and IR drop assume default switching activity.
